[design/flow/config.mk]
export PLATFORM = sky130hd
export DESIGN_NAME = control_signal
export DESIGN_NICKNAME = control_signal
export VERILOG_FILES = /design/flow/design.v
export SDC_FILE = /design/flow/constraint.sdc
export NUM_CORES = 4
export LEC_CHECK = 1
export CORE_AREA = 10 10 70 70
export DIE_AREA = 0 0 80 80
[design/flow/constraint.sdc]
current_design control_signal

set clk_period 1.4
set clk_io_pct 0.2

create_clock -name clk0 -period $clk_period

set non_clock_inputs [all_inputs -no_clocks]
set_input_delay [expr $clk_period * $clk_io_pct] -clock clk0 $non_clock_inputs
set_output_delay [expr $clk_period * $clk_io_pct] -clock clk0 [all_outputs]
[design/flow/design.v]
module control_signal (MOVA,MOVB,MOVC,ADD,SUB,AND1,NOT1,RSR,RSL,JMP,JZ,Z,JC,C,IN1,OUT1,NOP,HALT,IR,SM,REG_RA,REG_WA,MADD,ALU_S,PC_LD,PC_INC,REG_WE,RAM_XL,RAM_DL,ALU_M,SHI_FBUS,SHI_FLBUS,SHI_FRBUS,IR_LD,CF_EN,ZF_EN,SM_EN,IN_EN,OUT_EN);
    input MOVA,MOVB,MOVC,ADD,SUB,AND1,NOT1,RSR,RSL,JMP,JZ,Z,JC,C,IN1,OUT1,NOP,HALT,SM;
    input[7:0] IR;
    output[1:0] REG_RA,REG_WA,MADD;
    output[3:0] ALU_S;
    output PC_LD,PC_INC,REG_WE,RAM_XL,RAM_DL,ALU_M,SHI_FBUS,SHI_FLBUS,SHI_FRBUS,IR_LD,CF_EN,ZF_EN,SM_EN,IN_EN,OUT_EN;
    reg[1:0] MADD,REG_RA,REG_WA;
    reg[3:0] ALU_S;
    assign RAM_DL = (~SM)||MOVC||JMP||(JZ&&Z)||(JC&&C);  
    assign RAM_XL = MOVB&&(~SM);  
    assign PC_LD = JMP||(JZ&&Z)||(JC&&C);  
    assign PC_INC = (~SM)||(JZ&&~Z)||(JC&&~C);  
    assign IR_LD = (~SM);  
    assign SHI_FBUS = ADD||SUB||AND1||NOT1||OUT1||MOVA||MOVB;  
    assign SHI_FLBUS = RSL;  
    assign SHI_FRBUS = RSR;  
    assign ALU_M = ADD||SUB||AND1||NOT1||RSR||RSL||OUT1;
    assign REG_WE = (~SM)||OUT1||MOVB||JMP||JZ||JC||HALT||NOP;
    assign CF_EN = ADD||SUB||RSR||RSL;
    assign ZF_EN = ADD||SUB;
    assign SM_EN = ~HALT;
    assign IN_EN = IN1;
    assign OUT_EN = OUT1;
    always @(SM,MOVB,MOVC) begin  
        if(~SM) MADD=2'b0;
        else if(MOVB) MADD=2'b10;
        else if(MOVC) MADD=2'b01;
        else MADD=2'b0;  
    end
    always @(ADD,SUB,AND1,NOT1,RSR,RSL,OUT1,MOVA,MOVB) begin  
        if(ADD||SUB||AND1||NOT1||RSR||RSL||OUT1||MOVA||MOVB) ALU_S[3:0]=IR[7-:4];
        else ALU_S=4'b0;
    end
    always @(ADD,SUB,AND1,MOVA,MOVB,MOVC) begin  
        if(ADD||SUB||AND1||MOVA||MOVB||MOVC) REG_RA=IR[1-:2];
        else REG_RA=2'b0;
    end
    always @(ADD,SUB,AND1,NOT1,RSR,RSL,IN1,OUT1,MOVA,MOVB,MOVC) begin 
        if(ADD||SUB||AND1||NOT1||RSR||RSL||IN1||OUT1||MOVA||MOVB||MOVC) REG_WA=IR[3-:2];
        else REG_WA=2'b0;
    end
endmodule
[design/flow/run.sh]
#!/bin/bash
# OpenROAD 26Q1-2900-gdf79404cd8, Yosys 0.63+post, stock flow scripts
make -C /OpenROAD-flow-scripts/flow DESIGN_CONFIG=/design/flow/config.mk WORK_HOME=/design/flow/orfs finish
==> impl_metrics.yaml <==
# generated from flow reports
floorplanning:
  coreArea_sq_mm: 0.00342
  initCoreUtil_pct: 7.47
  die_w_microns: 80
  die_height_microns: 80
  die-area_sq_mm: 0.00640
  io_pins: 52
  rows: 21
global_route:
  grt_pass1_vias: 640
  antenna_found_initial: 0
  grt_use_total_pct: 5.61
  grt_max_degree: 6
  grt_pass1_wl_microns: 2990
  overflow: 0
synth:
  yosysMostFrequentCell: "inv_1"
  netlist.top_cell.by_area: "a31oi_1"
  ys_types: 19
  synthCells: 41
  avgSynthCellArea_sq_um: 6.23
  yosys_warnings: 1
  yosys_area_sq_um: 255
  topCellsByArea: "a31oi_1, inv_1, buf_4"
  top_cell_area_share_pct: 14.7
  top_cells_by_count: "inv_1, a31oi_1, buf_4"
  synthesis.area_sq_um: 255
  ys_cells: 41
  ys_seq_share_pct: 0
final_layout:
  regArea_sq_um: 0
  syn2layout_area_growth_pct: 275
  fillers: 373
  n_clock_buffer: 0
  final_cells: 152
  seq_cells: 0
  layout-drive-gt1-share_pct: 53.8
  comb_area_sq_um: 270
outcome:
  failed_checks: "setup timing"
  status: "complete, but fails checks"
hold_path:
  hp-class: "in2out"
placement:
  dpl.hpwl_microns: 1510
  dp_slack_ns: -0.687
  dp.cells: 144
  gp_congestion: 0.722
  io_buffer_count: 52
sta:
  setup_slack_ns: -0.0159
  period_minus_slack_ns: 1.42
  slew_headroom_pct: 84.3
  slew_violations: 0
  setup_viol: 1
  tightest_slew_ns: 0.233
  fmaxAchievable_mhz: 706
  grt_setup_unrepaired: "true"
  min_period_over_period_pct: 101
  hold_viol_final: 0
detailed_routing:
  drtIter0Drc: 4
  wl_per_cell_microns: 12.1
  ant_nets: 0
  drc_errors: 0
  routed_wl_microns: 1840
  route.vias.total: 542
  vias_per_cell: 3.57
  antenna_cells: 0
  drtPass1Iterations: 2
flow_run:
  tool_warnings: 34
  drv_cap: 0
power:
  leakagePower_nw: 0.443
  vdd_drop_max_v: 0.0000620
  power_density_mw_per_mm2: 222
worst_setup_path:
  worstPathRequired_ns: 1.12
  cp.arrival_ns: 1.14
  crit_path_max_fanout: 2
  cp-end-kind: "output pin"
  crit_type: "in2out"
  startpoint_type: "input port"
cell usage in the layout (no fill, tap or decap), drive strengths merged:
master	netlist	final
a21boi	2	2
a221o	1	1
a31oi	6	6
and2	1	1
buf	4	39
clkbuf	0	4
clkdlybuf4s15	0	4
clkdlybuf4s50	0	15
dlygate4sd2	0	6
dlymetal6s2s	0	1
inv	10	10
nand2	2	2
nand3	1	1
nor2	2	2
nor2b	1	1
nor3	2	2
nor3b	1	1
nor4	3	3
nor4b	1	1
o221ai	1	1
or2	1	1
or3	2	2
kinds of logic after synthesis:
group,synth area share (%)
AND-OR/OR-AND,27.9
buffers and inverters,26.5
AND/OR/NAND/NOR,45.6
path summary, 6_finish.rpt:
kind | slack [ns] | endpoint | from | depth (start not counted)
hold / removal | 0.83 | SHI_FBUS | NOT1 | 4
setup / recovery | -0.02 | RAM_DL | JZ | 4
per-stage QoR:
stage / setup TNS [ns] / cell area [sq um] / hold slack [ns] / power [mW] / utilization, %
after floorplan: 0 / 255 / 0.569 / 0.0336 / -
after global placement: -11.95 / 871 / 1.41 / 0.203 / 25.5
after detailed placement: -12.08 / 871 / 1.41 / 0.204 / 25.5
after CTS: -0.354 / 925 / 0.923 / 0.204 / 27.1
after global routing: -0.180 / 957 / 0.881 / 0.235 / 28.0
final: -0.0159 / 957 / 0.835 / 0.212 / 28.0
routing by layer:
metal,vias to the layer above,global-route usage (%),routed length [microns]
li1,277,-,-
met1,236,5.61,625
met2,29,10.4,940
met3,0,3.30,277
met4,0,0,0
met5,-,0,0
power breakdown:
group / total [mW] / internal, mW / leakage, nW / switching [mW]
sequential: 0 / 0 / 0 / 0
clock: 0 / 0 / 0 / 0
combinational: 0.212 / 0.142 / 0.443 / 0.0706
layout make-up:
class | instances | share of cell area (%)
inverter | 10 | 3.92
tap | 46 | 6.01
timing repair buffer | 69 | 61.8
multi-input combinational | 27 | 28.2
critical path, stage by stage:
cell and delay [ns]:
buf_6 0.09, a221o_1 0.34, or3_1 0.30, buf_2 0.12
repair_timing:
action / CTS / global route
resized: 118 / 25
pin swaps: 14 / 7
hold buffers: 0 / 0
buffers inserted: 11 / 0
setup endpoints to repair: 25 / 13
Power figures rest on the tool's default switching activity, not on a simulated workload.
