$ cat ./constraint.sdc
current_design decoder

set clk_period 1.4
set clk_io_pct 0.2

create_clock -name clk0 -period $clk_period

set non_clock_inputs [all_inputs -no_clocks]
set_input_delay [expr $clk_period * $clk_io_pct] -clock clk0 $non_clock_inputs
set_output_delay [expr $clk_period * $clk_io_pct] -clock clk0 [all_outputs]
$ cat ./config.mk
export PLATFORM = sky130hd
export DESIGN_NAME = decoder
export DESIGN_NICKNAME = decoder
export VERILOG_FILES = /design/flow/design.v
export SDC_FILE = /design/flow/constraint.sdc
export NUM_CORES = 4
export LEC_CHECK = 1
export CORE_AREA = 10 10 70 70
export DIE_AREA = 0 0 80 80
$ cat ./run.sh
#!/bin/bash
# OpenROAD 26Q1-2900-gdf79404cd8, Yosys 0.63+post, stock flow scripts
make -C /OpenROAD-flow-scripts/flow DESIGN_CONFIG=/design/flow/config.mk WORK_HOME=/design/flow/orfs finish
$ cat ./design.v
module decoder (EN,IR,MOVA,MOVB,MOVC,ADD,SUB,AND,NOT,RSR,RSL,JMP,JZ,JC,IN,OUT,NOP,HALT);
    input EN;
    input[7:0] IR;
    output MOVA,MOVB,MOVC,ADD,SUB,AND,NOT,RSR,RSL,JMP,JZ,JC,IN,OUT,NOP,HALT;
    reg MOVA,MOVB,MOVC,ADD,SUB,AND,NOT,RSR,RSL,JMP,JZ,JC,IN,OUT,NOP,HALT;
always @(IR,EN) begin
    if(EN==1'b1) begin
        if (IR[7-:4]==4'b1100) begin  
            if(IR[3-:2]==2'b11) begin  
                MOVA=1'b0;
                MOVB=1'b1;
                MOVC=1'b0;
            end
            else if (IR[1-:2]==2'b11) begin  
                MOVA=1'b0;
                MOVB=1'b0;
                MOVC=1'b1;
            end
            else begin  
                MOVA=1'b1;
                MOVB=1'b0;
                MOVC=1'b0;
            end
        end
        else begin
            MOVA=1'b0;
            MOVB=1'b0;
            MOVC=1'b0;
        end
        if (IR[7-:4]==4'b1001 && IR[3-:2]!=2'b11 && IR[1-:2]!=2'b11) begin  
            ADD=1'b1;
        end
        else ADD=1'b0;
        if (IR[7-:4]==4'b0110 && IR[3-:2]!=2'b11 && IR[1-:2]!=2'b11) begin  
            SUB=1'b1;
        end
        else SUB=1'b0;
        if (IR[7-:4]==4'b1011 && IR[3-:2]!=2'b11 && IR[1-:2]!=2'b11) begin  
            AND=1'b1;
        end
        else AND=1'b0;
        if (IR[7-:4]==4'b0101 && IR[3-:2]!=2'b11) begin  
            NOT=1'b1;
        end
        else NOT=1'b0;
        if (IR[7-:4]==4'b1010 && IR[1-:2]==2'b00 && IR[3-:2]!=2'b11) begin  
            RSR=1'b1;
        end
        else RSR=1'b0;
        if (IR[7-:4]==4'b1010 && IR[1-:2]==2'b11 && IR[3-:2]!=2'b11) begin  
            RSL=1'b1;
        end
        else RSL=1'b0;
        if (IR[7:0]==8'b0011_0000||IR[7:0]==8'b0001_0000) begin  
            JMP=1'b1;
        end
        else JMP=1'b0;
        if (IR[7:0]==8'b0011_0001||IR[7:0]==8'b0001_0001) begin  
            JZ=1'b1;
        end
        else JZ=1'b0;
        if (IR[7:0]==8'b0011_0010||IR[7:0]==8'b0001_0010) begin  
            JC=1'b1;
        end
        else JC=1'b0;
        if (IR[7-:4]==4'b0010 && IR[3-:2]!=2'b11) begin  
            IN=1'b1;
        end
        else IN=1'b0;
        if (IR[7-:4]==4'b0100 && IR[3-:2]!=2'b11) begin  
            OUT=1'b1;
        end
        else OUT=1'b0;
        if (IR[7:0]==8'b0111_0000) begin  
            NOP=1'b1;
        end
        else NOP=1'b0;
        if (IR[7:0]==8'b1000_0000) begin  
            HALT=1'b1;
        end
        else HALT=1'b0;
    end
    else begin
        MOVA=1'b0;
        MOVB=1'b0;
        MOVC=1'b0;
        ADD=1'b0;
        SUB=1'b0;
        AND=1'b0;
        NOT=1'b0;
        RSR=1'b0;
        RSL=1'b0;
        JMP=1'b0;
        JZ=1'b0;
        JC=1'b0;
        IN=1'b0;
        OUT=1'b0;
        NOP=1'b0;
        HALT=1'b0;
    end
end
endmodule  
==> flow_metrics.env <==
# implementation run metrics
export IMPL_n_antenna_cell=0
export IMPL_crit_arrival_ns=1.26
export IMPL_hold_class="input port to primary output"
export IMPL_hold_viol=0
export IMPL_design_core_area_mm2=0.00342
export IMPL_start_kind="input port"
export IMPL_nClkBuffers=0
export IMPL_wl_mm=1.55
export IMPL_yosys_area_share_simple=0.925
export IMPL_ys_sh_mux=0
export IMPL_worstPathMaxFanout=2
export IMPL_area_leaders="nor4_2 (25%), nor3_1 (12%), or3b_4 (9.0%)"
export IMPL_holdWs_ns=0.831
export IMPL_flop_count=0
export IMPL_areaGrowthSynthToFinish_pct=230
export IMPL_adder_share=0
export IMPL_grt_overflow=0
export IMPL_regArea_um2=0
export IMPL_lay_top_cells="buf_2 (16), buf_6 (12), buf_4 (7)"
export IMPL_synth_cellmix_compoundShare=0.0398
export IMPL_power_density_mw_per_mm2=225
export IMPL_fin_util=0.243
export IMPL_grt_pass1_vias=493
export IMPL_antenna_found_initial=0
export IMPL_drc=0
export IMPL_via_per_inst=3.78
export IMPL_ir_worst_vdd_mv=0.114
export IMPL_vias=453
export IMPL_yosysTopAreaCellShare=0.249
export IMPL_slew_viol_final=0
export IMPL_place_congestion=0.791
export IMPL_maxCapViolations=0
export IMPL_tightest_slew_ns=0.205
export IMPL_wl_per_cell_um=12.9
export IMPL_relSlewSlack=0.862
export IMPL_status="finished, violations left"
export IMPL_openroad_warnings=34
export IMPL_postLayoutSetupSlackWorst_ns=-0.136
export IMPL_period_minus_slack_ns=1.54
export IMPL_grtUsageTotal=0.0483
export IMPL_die_area_mm2=0.00640
export IMPL_netlist_instances=33
export IMPL_fin_cells=120
export IMPL_power_leakage_nw=0.362
export IMPL_grt_max_degree=8
export IMPL_die_w_um=80
export IMPL_violations="negative setup slack"
export IMPL_setup_viol=7
export IMPL_num_rows=21
export IMPL_fp_utilization=0.0736
export IMPL_portBuffers=25
export IMPL_synth_cell_types=19
export IMPL_required_ns=1.12
export IMPL_period_used=1.10
export IMPL_post_dp_hpwl_mm=1.09
export IMPL_dp_cells=110
export IMPL_synth_logic_top_family="simple AND/OR/NAND/NOR gates"
export IMPL_synth_area_um2=251
export IMPL_syn_avg_cell_area_um2=7.62
export IMPL_ios=25
export IMPL_path_class="input port to primary output"
export IMPL_fp_dieH_um=80
export IMPL_ys_cells=33
export IMPL_ys_area_um2=251
export IMPL_crit_path_end_kind="primary output"
export IMPL_power_uw=187
export IMPL_yosysWarnings=1
export IMPL_antenna_left=0
export IMPL_drtPass1Iterations=4
export IMPL_setup_tns_ns=-0.639
export IMPL_drive_gt1_frac=0.919
export IMPL_rsz0062_at_grt="yes"
export IMPL_fmax_mhz=651
export IMPL_seq_area_frac_synth=0
export IMPL_layout_cells_most_common="buf_2"
export IMPL_grt_pass1_wl_mm=2.52
export IMPL_yosys_area_top_type="nor4_2"
export IMPL_drt_first_iter_violations=8
export IMPL_synth_xor_area_share=0
[cells by family (layout without fill, tap and decap cells)]
group                  after synthesis  count (layout)
AND/OR/NAND/NOR                     30              30
buffers and inverters                2              42
AND-OR/OR-AND                        1               2
[worst max-delay path, cell delays in order]
cell and delay [ns]:
buf_8 0.10, or3b_4 0.40, buf_6 0.13, nor4b_2 0.22, buf_2 0.13
[per-layer routing]
metal	part of all wire	global-route usage
met1	0.58	0.0765
met3	0.11	0.0239
met4	0	0
met5	0	0
met2	0.31	0.0578
[final timing paths]
| kind | startpoint | endpoint | slack, ns | depth (start not counted) |
|---|---|---|---|---|
| setup / recovery | IR[7] | JZ | -0.14 | 5 |
| hold / removal | IR[0] | JC | 0.83 | 3 |
[layout make-up]
class	instances	area, µm²
multi-input cells	32	432
repair buffers	41	338
inverters	1	3.75
well taps	46	57.6
fillers	372	2580
[synth_stat cells]
cell type  count
nand4b_1       1
buf_2          1
or2_2          1
nand3_1        1
nor2_1         1
nor4_2         5
or3b_4         2
nand2_1        2
and2_1         1
nor4_1         3
nor4b_2        1
nor3_1         6
nand4bb_1      1
nand2b_2       1
a21bo_2        1
or2b_1         1
inv_1          1
or2_1          1
nand2b_1       2
[report_power, final]
group	internal [mW]	switching, mW
clock	0	0
sequential	0	0
combinational	0.0988	0.0881
[through the flow]
step	instance area, µm²	setup slack, ns
after CTS	764	-0.141
after global placement	607	-0.860
after floorplan	251	0.232
final	831	-0.136
after detailed placement	607	-0.872
after global routing	831	-0.214
[what timing repair did]
action,CTS,global route
endpoints found under the setup margin,16,12
pin swaps,15,9
gates cloned,1,0
gates resized,120,20
hold buffers,0,0
buffers inserted,9,1
