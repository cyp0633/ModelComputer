### flow/run.sh
#!/bin/bash
# OpenROAD 26Q1-2900-gdf79404cd8, Yosys 0.63+post, stock flow scripts
make -C /OpenROAD-flow-scripts/flow DESIGN_CONFIG=/design/flow/config.mk WORK_HOME=/design/flow/orfs finish
### flow/config.mk
export PLATFORM = sky130hd
export DESIGN_NAME = Register
export DESIGN_NICKNAME = Register
export VERILOG_FILES = /design/flow/design.v
export SDC_FILE = /design/flow/constraint.sdc
export NUM_CORES = 4
export LEC_CHECK = 1
export CORE_UTILIZATION = 30
### flow/constraint.sdc
current_design Register

set clk_period 3.1
set clk_io_pct 0.2

create_clock -name clk0 -period $clk_period [get_ports {clk}]

set non_clock_inputs [all_inputs -no_clocks]
set_input_delay [expr $clk_period * $clk_io_pct] -clock clk0 $non_clock_inputs
set_output_delay [expr $clk_period * $clk_io_pct] -clock clk0 [all_outputs]
### flow/design.v
module Register(WE,clk,RA,WA,i,S,D);
    input WE,clk;
    input [1:0] RA,WA;
    input [7:0] i;
    output[7:0] S,D;
    reg [7:0] S,D;
    reg [7:0] a=8'b00000000;
    reg [7:0] b=8'b00000000;
    reg [7:0] c=8'b10000000;
    always @(RA) begin
        case(RA)
            2'b00: S=a;
            2'b01: S=b;
            default: S=c;
        endcase
    end
    always @(WA) begin
        case(WA)
            2'b00: D=a;
            2'b01: D=b;
            default: D=c;
        endcase
    end
    always @(negedge clk) begin
        if(WE==0) begin
            case(WA)
                2'b00: a<=i;
                2'b01: b<=i;
                2'b10: c<=i;
            endcase
        end
    end
endmodule  
==> PnR_summary.wiki <==
== Implementation results ==
{| class="wikitable"
! Metric !! Value
|-
| Crit-path leading delay family || flip-flops
|-
| Buffers and inverters on the worst path || 1
|-
| Number of antenna violations at the first check in global routing || 0
|-
| Number of port buffers || 29
|-
| Fraction of final layout cells sized beyond drive strength 1 || 23.2%
|-
| Number of buffers on the longest clock path || 2
|-
| Floorplan die width || between 60 and 70 µm
|-
| Critical hold path startpoint || WA[1]
|-
| Sum Neg Setup Slack || -2.43 ns
|-
| Number of buffers inserted for hold repair after clock tree synthesis || 0
|-
| Number of failing setup endpoints in the final timing report || 16
|-
| Antenna Diode Count || 0
|-
| Critical path's slowest cell || sky130_fd_sc_hd__edfxtp_1
|-
| Cell at the root of the clock tree || sky130_fd_sc_hd__clkbuf_4
|-
| Worst path required time || between 2 and 2.5 ns
|-
| Signal arrival time at the worst endpoint || 2.67 ns
|-
| Fill cell total of the finished layout || ~330
|-
| Number of global-route vias before repair || 895
|-
| Proportion of power drawn by combinational gates || between 10 and 15%
|-
| Chip area from the yosys synthesis statistics || around 0.0011 mm²
|-
| GR peak layer || met2
|-
| End point of the worst hold path || D[4]
|-
| Starting DRT DRC Count || 12
|-
| Startpoint class of the critical path || flip-flop
|-
| Comb. cell area || around 340 µm²
|-
| Portion of synthesized cell area occupied by the leading cell type || between 60% and 70%
|-
| Unrepaired setup endpoints after global routing || yes
|-
| Syn Std Cell Area || roughly 0.0011 mm²
|-
| Met1 GRT Util || between 10% and 20%
|-
| Failing checks || negative setup slack
|-
| Total power consumption of the routed design || between 0.7 and 0.8 mW
|-
| Clk pwr share || 33.6%
|-
| Number of max-cap violations || 0
|-
| Dominant register cell in the synthesized netlist || sky130_fd_sc_hd__edfxtp_1
|-
| Wire length of the first global-routing pass || ~3700 µm
|-
| Average detailed-routed wire length per instance || around 12 µm
|-
| TritonCTS clock tree || yes
|-
| Number of clock sinks || 24
|-
| Number of buffers added for setup after CTS || 0
|-
| Endpoint kind of the worst setup timing path || output pin
|-
| Largest driver fanout on the critical path || 2
|-
| Largest cells by area after synthesis || sky130_fd_sc_hd__edfxtp_1, sky130_fd_sc_hd__mux2i_1, sky130_fd_sc_hd__nand2_1
|-
| Via-per-instance ratio || 4.40
|-
| Number of top-level design ports || 30
|-
| Number of cells in Yosys stat || about 81
|-
| Max-slew headroom at the worst pin || between 50% and 60%
|-
| Number of vias in the routed layout || 828
|-
| Clock buffers created by TritonCTS || 3
|-
| Total DRC errors in the routed layout || 0
|-
| Htree depth || 1
|-
| Met2 track demand over resource in global routing || between 10% and 20%
|-
| Seq pwr share || roughly 54%
|-
| Yosys synthesis warning count || 1
|-
| Core Util at FP || approximately a third
|-
| Aggregate routed wire length || roughly 2200 µm
|-
| Number of detailed-route iterations in the first pass || 4
|-
| Internal cell power || 0.510 mW
|-
| Core region area || around 0.0034 mm²
|-
| Final HPWL from detailed placement || ~1600 µm
|-
| Worst-path cell chain || mux2i_1, o21ai_1, buf_2
|-
| GRT Residual Overflow || 0
|-
| Routability congestion estimate from global placement || just under 0.8
|-
| Switching share of power || 27.8%
|-
| Cell area after layout || between 0.0015 and 0.002 mm²
|-
| Post-synth tally of flip-flops with integrated enable || 24
|-
| Synth flops || 24
|-
| Stages on worst setup path || 3
|-
| Worst setup path category || flip-flop to output pin
|-
| Area after detailed placement || approximately 0.0015 mm²
|-
| Worst-case setup margin in the final layout || -0.187 ns
|-
| Worst path max stage delay || 0.39 ns
|-
| Synthesized area per cell || roughly 14 µm²
|-
| Outcome || finished, violations left
|-
| Met3 routing resource usage after global routing || 6.48%
|-
| Detail Route Antenna Nets || 0
|-
| Proportion of synthesized flip-flops having asynchronous set or reset || 0%
|-
| Leakage dissipation || approximately 0.7 nW
|-
| Area growth from synthesis to layout || 38.9%
|-
| Reg area || around 720 µm²
|-
| Height of the chip || about 62 µm
|-
| Cell type with the largest total area || sky130_fd_sc_hd__edfxtp_1
|-
| Total die size || 0.00390 mm²
|-
| Worst Hold Class || input port to output pin
|-
| Total track usage || about an eighth
|-
| Distinct cell type count of the synthesized netlist || 10
|-
| OpenROAD warning count || roughly 52
|-
| Syn Inst Count || between 80 and 90
|-
| Clock-pin slew of the registers on the worst-case setup and hold paths || about 0.040 ns
|-
| Pin count of the biggest net entering global routing || 17
|-
| VDD IR-drop max || around 0.30 mV
|-
| Number of max-slew violations in the final report || 0
|-
| Post-route core utilization || approximately 45%
|-
| Share of the yosys chip area belonging to registers || 65.8%
|-
| Top cell types by occurrence after synthesis || sky130_fd_sc_hd__edfxtp_1, sky130_fd_sc_hd__mux2i_1, sky130_fd_sc_hd__nand2_1, sky130_fd_sc_hd__o21ai_0, sky130_fd_sc_hd__o21ai_1
|-
| Worst Hold Path Cells || 4
|-
| Std cell rows || 21
|-
| Final Hold Violation Tally || 0
|-
| Actual slew at the worst max-slew pin || between 0.6 and 0.7 ns
|-
| Library cell with the highest instance count after synthesis || sky130_fd_sc_hd__edfxtp_1
|-
| Pwr per Cell Area || about 460 mW/mm²
|-
| Net Switching || a little under 0.2 mW
|-
| Min Hold Slack || roughly 1.9 ns
|}
[cell type report]
type | instances | share of cell area, %
flip-flops and latches | 24 | 47.4
multi-input cells | 51 | 22.1
repair buffers | 40 | 19.3
clock inverters | 24 | 5.93
well taps | 46 | 3.79
clock buffers | 3 | 1.48
[placed cells by master, fill, tap and decap left out, types with 2 or more instances in the layout]
cell type / count
sky130_fd_sc_hd__buf_4: 11
sky130_fd_sc_hd__clkbuf_4: 3
sky130_fd_sc_hd__clkdlybuf4s50_1: 11
sky130_fd_sc_hd__o21ai_1: 15
sky130_fd_sc_hd__mux2i_1: 16
sky130_fd_sc_hd__nand2_1: 16
sky130_fd_sc_hd__buf_2: 16
sky130_fd_sc_hd__edfxtp_1: 24
sky130_fd_sc_hd__inv_1: 24
sky130_fd_sc_hd__nor3b_2: 2
[how the worst max path moves through the flow]
stage | to | slack (ns) | startpoint
4_1_cts | S[4] | -0.20 | b[4]
5_1_grt | S[7] | -0.27 | b[7]
6_report | S[5] | -0.19 | b[5]
[kinds of logic (layout without fill, tap and decap cells)]
family                 Yosys count  count (layout)  synth area share, %
AOI/OAI and AO/OA               16              16                 7.31
buffers and inverters            6              67                 4.91
DFF                             24              24                 65.8
muxes                           16              16                 14.6
and+or+nand+nor                 19              19                 7.31
[flip-flops by register name (all words and copies together) (netlist names)]
signal  flops
a           8
b           8
c           8
[repair_timing]
| action | 4_1_cts | 5_1_grt |
|---|---|---|
| setup endpoints to repair | 17 | 21 |
| resized | 57 | 1 |
| pin swaps | 8 | 8 |
[power groups by stage]
stage	registers, mW	logic (mW)	clock network, mW
after CTS	0.383	0.0878	0.252
after global routing	0.384	0.0951	0.292
final	0.383	0.0859	0.238
[metal layers]
layer	vias up	wire [µm]
li1	418	-
met1	381	956
met2	29	1070
met3	0	185
met4	0	0
met5	-	0
[per-stage QoR]
stage / setup slack (ns) / std cells
after floorplan: -0.109 / 81
after global placement: -0.352 / 162
after detailed placement: -0.366 / 162
after CTS: -0.201 / 188
after global routing: -0.274 / 188
final: -0.187 / 188
No activity file was given, so power comes from the tool's default toggle rates.
